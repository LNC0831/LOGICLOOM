[run.sh]
#!/bin/bash
# OpenROAD 26Q1-2900-gdf79404cd8, Yosys 0.63+post, stock flow scripts
make -C /OpenROAD-flow-scripts/flow DESIGN_CONFIG=/design/flow/config.mk WORK_HOME=/design/flow/orfs finish
[config.mk]
export PLATFORM = sky130hd
export DESIGN_NAME = uart_packet_transmitter
export DESIGN_NICKNAME = uart_packet_transmitter
export VERILOG_FILES = /design/flow/design.v
export SDC_FILE = /design/flow/constraint.sdc
export NUM_CORES = 4
export LEC_CHECK = 1
export CORE_UTILIZATION = 50
[constraint.sdc]
current_design uart_packet_transmitter

set clk_period 4.7
set clk_io_pct 0.2

create_clock -name clk0 -period $clk_period [get_ports {clk_50m}]

set non_clock_inputs [all_inputs -no_clocks]
set_input_delay [expr $clk_period * $clk_io_pct] -clock clk0 $non_clock_inputs
set_output_delay [expr $clk_period * $clk_io_pct] -clock clk0 [all_outputs]
[design.v]
module uart_packet_transmitter (
    input wire clk_50m,            
    input wire rst_n,              
    input wire [7:0] data_00,
    input wire [7:0] data_01,
    input wire [7:0] data_02,
    input wire [7:0] data_03,
    input wire [7:0] data_04,
    input wire [7:0] data_05,
    input wire [7:0] data_06,
    input wire [7:0] data_07,
    input wire [7:0] data_08,
    input wire [7:0] data_09,
    input wire [7:0] data_10,
    input wire [7:0] data_11,
    input wire [7:0] data_12,
    input wire [7:0] data_13,
    input wire [7:0] data_14,
    input wire [7:0] data_15,
    input wire [7:0] data_16,
    input wire [7:0] data_17,
    input wire [7:0] data_18,
    input wire [7:0] data_19,
    input wire [7:0] data_20,
    input wire [7:0] data_21,
    input wire [7:0] data_22,
    input wire [7:0] data_23,
    output reg uart_tx,            
    output wire tx_busy            
);
parameter CLK_FREQ = 50_000_000;     
parameter BAUD_RATE = 115200;        
parameter PACKET_INTERVAL_MS = 20;   
localparam BAUD_DIV = CLK_FREQ / BAUD_RATE;            
localparam TIMER_20MS = CLK_FREQ / 1000 * PACKET_INTERVAL_MS;  
localparam IDLE         = 3'b000;
localparam WAIT_TIMER   = 3'b001;
localparam LOAD_DATA    = 3'b010;
localparam START_BIT    = 3'b011;
localparam DATA_BITS    = 3'b100;
localparam STOP_BIT     = 3'b101;
localparam NEXT_BYTE    = 3'b110;
reg [2:0] state, next_state;
reg [19:0] timer_20ms;               
reg [8:0] baud_counter;              
reg [255:0] packet_data;             
reg [4:0] byte_index;                
reg [2:0] bit_index;                 
reg [7:0] current_byte;              
reg baud_tick;                       
reg timer_overflow;                  
localparam [7:0] HEADER_0 = 8'hAA;
localparam [7:0] HEADER_1 = 8'h55;
localparam [7:0] HEADER_2 = 8'hA5;
localparam [7:0] HEADER_3 = 8'h5A;
localparam [7:0] TAIL_0   = 8'h0D;
localparam [7:0] TAIL_1   = 8'h0A;
localparam [7:0] TAIL_2   = 8'h5A;
localparam [7:0] TAIL_3   = 8'hA5;
always @(posedge clk_50m or negedge rst_n) begin
    if (!rst_n) begin
        timer_20ms <= 20'd0;
        timer_overflow <= 1'b0;
    end else begin
        if (timer_20ms >= TIMER_20MS - 1) begin
            timer_20ms <= 20'd0;
            timer_overflow <= 1'b1;
        end else begin
            timer_20ms <= timer_20ms + 1'b1;
            timer_overflow <= 1'b0;
        end
    end
end
always @(posedge clk_50m or negedge rst_n) begin
    if (!rst_n) begin
        baud_counter <= 9'd0;
        baud_tick <= 1'b0;
    end else begin
        if (baud_counter >= BAUD_DIV - 1) begin
            baud_counter <= 9'd0;
            baud_tick <= 1'b1;
        end else begin
            baud_counter <= baud_counter + 1'b1;
            baud_tick <= 1'b0;
        end
    end
end
always @(posedge clk_50m or negedge rst_n) begin
    if (!rst_n) begin
        packet_data <= 256'd0;
    end else begin
        packet_data <= {TAIL_3, TAIL_2, TAIL_1, TAIL_0,            
                       data_23, data_22, data_21, data_20,          
                       data_19, data_18, data_17, data_16,          
                       data_15, data_14, data_13, data_12,          
                       data_11, data_10, data_09, data_08,          
                       data_07, data_06, data_05, data_04,          
                       data_03, data_02, data_01, data_00,          
                       HEADER_3, HEADER_2, HEADER_1, HEADER_0};     
    end
end
always @(posedge clk_50m or negedge rst_n) begin
    if (!rst_n) begin
        state <= IDLE;
    end else begin
        state <= next_state;
    end
end
always @(*) begin
    next_state = state;
    case (state)
        IDLE: begin
            if (timer_overflow)
                next_state = LOAD_DATA;
        end
        WAIT_TIMER: begin
            if (timer_overflow)
                next_state = LOAD_DATA;
        end
        LOAD_DATA: begin
            next_state = START_BIT;
        end
        START_BIT: begin
            if (baud_tick)
                next_state = DATA_BITS;
        end
        DATA_BITS: begin
            if (baud_tick && bit_index == 3'd7)
                next_state = STOP_BIT;
        end
        STOP_BIT: begin
            if (baud_tick)
                next_state = NEXT_BYTE;
        end
        NEXT_BYTE: begin
            if (byte_index == 5'd31)
                next_state = WAIT_TIMER;
            else
                next_state = START_BIT;
        end
        default: next_state = IDLE;
    endcase
end
always @(posedge clk_50m or negedge rst_n) begin
    if (!rst_n) begin
        uart_tx <= 1'b1;            
        byte_index <= 5'd0;
        bit_index <= 3'd0;
        current_byte <= 8'd0;
    end else begin
        case (state)
            IDLE: begin
                uart_tx <= 1'b1;
                byte_index <= 5'd0;
                bit_index <= 3'd0;
            end
            WAIT_TIMER: begin
                uart_tx <= 1'b1;
                byte_index <= 5'd0;
                bit_index <= 3'd0;
            end
            LOAD_DATA: begin
                current_byte <= packet_data[7:0];   
                byte_index <= 5'd0;
                bit_index <= 3'd0;
            end
            START_BIT: begin
                uart_tx <= 1'b0;       
                if (baud_tick) begin
                    bit_index <= 3'd0;
                end
            end
            DATA_BITS: begin
                uart_tx <= current_byte[bit_index];   
                if (baud_tick) begin
                    bit_index <= bit_index + 1'b1;
                end
            end
            STOP_BIT: begin
                uart_tx <= 1'b1;       
            end
            NEXT_BYTE: begin
                uart_tx <= 1'b1;
                if (byte_index == 5'd31) begin
                    byte_index <= 5'd0;
                end else begin
                    byte_index <= byte_index + 1'b1;
                    current_byte <= packet_data[(byte_index + 1'b1) * 8 +: 8];
                    bit_index <= 3'd0;
                end
            end
            default: begin
                uart_tx <= 1'b1;
            end
        endcase
    end
end
assign tx_busy = (state != IDLE && state != WAIT_TIMER);
endmodule
==> qor.txt <==
post-synthesis cell area = 9230 um2
DIE WIDTH = 138 um
routed vias/inst = 5.51
WS Path Type = register to register
fmax = 335 MHz
first-pass GRT wire length = 34.3 mm
fin cells = 1103
and+or+nand+nor area frac = 8.15%
Top logic family = multiplexers
HPWL after DPL = 15.7 mm
fin crit share = 63.6%
grt ovf = 0
arrival time of the worst setup path = 3.40 ns
Routed Antenna Nets = 0
port bufs = 195
total tool warning count = 27
area grow syn2layout = 32.6%
Resized cells post-CTS = 0
Post-Syn Instances = 649
setup TNS = 0 ns
Commonest Layout Cell = dfrtp_1
Worst EP required = 5.11 ns
CTS tree = built
Sink Count = 244
fp_density = 51.2%
Clock transition at path regs = 0.06 ns
Cell Rows = 49
core area = 18000 um2
Top FF cell, synth = dfrtp_1
Seq/Total Area, Yosys = 66.2%
yosys adder share = 0.949%
antenna violations before repair = 3
Synth Register Bits = 244
most common logic cells in the final layout = dfrtp_1 (241), clkdlybuf4s50_1 (194), nor2_1 (51)
largest net degree at the start of global routing = 73
Rel. slew slack = 47.4%
Setup crit end kind = register
xor/xnor share = 2.18%
final hold vios = 0
top cells, area = dfrtp_1 (66%), mux4_2 (3.9%), mux2i_1 (3.6%)
Clock Path Buffers = 3
ao+oa area frac = 7.94%
setup violators final = 0
drt wl/cell = 20.6 um
Max FO, Critical Path = 33
DRC violations left = 0
Async S/R FF share, synth = 100%
I/O pins = 196
Final Wtd Congestion = 0.933
Synth area leader = dfrtp_1
DP Worst Slack = 1.73 ns
First DRT Iteration DRCs = 292
startpoint types = register
H-tree levels = 1
Slew Limit Fails = 0
syn avg cell area = 14.2 um2
number of global-route vias before repair = 6404
Post-CTS Setup Repair Bufs = 0
synthesis warning total = 1
via count = 6078
total wire length = 22.7 mm
outcome = completed
RSZ-0062 raised after global routing = false
GRT Overall Usage = 26.2%
Die ar. = 19000 um2
mux cell area share after synthesis = 11.8%
Worst Hold Class = input port to asynchronous set/reset pin
CTS root buf = clkbuf_16
PnR worst setup slack = 1.71 ns
Top-area cell share = 65.9%
clk latency of the worst-skew pair = 0.53 ns
number of synthesized flops with an enable pin = 0
leak pwr = 0.00516 uW
cts bufs inserted = 26
placed cell count = 1053
Max VDD drop = 0.415 mV
PwrDens = 371 nW/um2
YS chip area = 9230 um2
layout cells sized above 1 = 10.2%
cell count listed in synth_stat.txt = 649
Clock Skew = 0.0165 ns
DR pass1 iterations = 7
max_cap viols = 0
fill count = 1200
CTS Hold Bufs = 0
chip height = 138 um
worst slew pin tran = 0.782 ns
Final min period = 2.99 ns
Unique cell types = 62
[cell families after synthesis]
family,count (synthesis)
AND-OR/OR-AND,102
XOR/XNOR,23
adder cells (fa/ha/maj),7
buffers and inverters,40
flip-flops,244
multiplexers,69
other,1
AND/OR/NAND/NOR,163
[cells in the mapped netlist (3+ instances only)]
master and count:
nor4_1 3, nor2b_1 6, o2bb2ai_1 3, ha_1 7, a22oi_1 3, buf_2 9, inv_1 9, mux2_4 3
o22ai_1 7, buf_12 3, xnor2_1 9, and3_1 6, o221ai_1 4, o21ai_0 15, a2111oi_0 4, a21o_1 5
mux2_2 6, nor2_1 51, a31oi_1 6, clkbuf_1 11, mux4_1 11, nand3_1 23, nand4_1 7, xor2_1 14
a22o_1 4, a211o_1 3, a221oi_1 3, a21oi_1 19, mux2i_1 33, mux4_2 16, a211oi_1 5, nand2b_1 6
dfrtp_1 243, buf_6 5, nand2_1 45, a32oi_1 3, nor3_1 7
[final timing paths]
check	start	to	slack, ns	cells past startpoint
max	byte_index[0]	current_byte[5]	1.71	6
min	rst_n	packet_data[143]	0.36	1
max reg2reg	byte_index[0]	current_byte[5]	1.71	6
min reg2reg	current_byte[6]	current_byte[6]	0.51	1
max in group asynchronous	rst_n	packet_data[174]	3.14	2
min in group clk0	current_byte[6]	current_byte[6]	0.51	1
[critical path, cell delays in order (launching register included)]
cell	delay (ns)
dfrtp_4	0.67
buf_4	0.50
buf_4	0.51
mux2_2	0.40
a222oi_1	0.41
a21oi_1	0.15
o22a_1	0.20
[area by class of cell]
class / instances / area, um2 / area share, %
inverters: 11 / 41.3 / 0.337
repair buffers: 204 / 2020 / 16.5
flip-flops and latches: 244 / 6110 / 49.9
clock inverters: 15 / 175 / 1.43
clock buffers: 33 / 727 / 5.94
diodes: 2 / 5.00 / 0.0409
multi-input cells: 365 / 2870 / 23.4
well taps: 229 / 287 / 2.34
[stage by stage]
| step | hold slack, ns | instance area (um2) | total power [uW] | util, % |
|---|---|---|---|---|
| final | 0.365 | 12200 | 4550 | 67.9 |
| after CTS | 0.391 | 12200 | 4600 | 67.9 |
| after global placement | 0.477 | 11300 | 2510 | 62.9 |
| after detailed placement | 0.489 | 11300 | 2510 | 62.9 |
| after global routing | 0.407 | 12200 | 4700 | 67.9 |
| after floorplan | 0.453 | 9230 | 2270 | - |
[flip-flops by register name, indices dropped and copies added, names as in the netlist]
register / count
baud_counter: 9
state: 3
byte_index: 5
timer_20ms: 20
bit_index: 3
current_byte: 8
packet_data: 193
baud_tick: 1
timer_overflow: 1
uart_tx: 1
[report_power, final]
| group | switching, uW | internal [uW] | total [uW] | leakage [uW] |
|---|---|---|---|---|
| clock network | 818 | 1260 | 2080 | 0.000436 |
| logic | 84.2 | 168 | 252 | 0.00179 |
| registers | 29.3 | 2180 | 2210 | 0.00294 |
[routing by layer]
| layer | vias up | global-route usage, % | wire length [um] |
|---|---|---|---|
| met5 | - | 0 | 13 |
| li1 | 2756 | - | - |
| met1 | 3006 | 40.9 | 9390 |
| met3 | 38 | 7.46 | 2070 |
| met4 | 2 | 4.59 | 458 |
| met2 | 276 | 40.2 | 10800 |
No activity file was given, so power comes from the tool's default toggle rates.
